[/design/flow/config.mk]
export PLATFORM = sky130hd
export DESIGN_NAME = fir
export DESIGN_NICKNAME = fir
export VERILOG_FILES = /design/flow/design.v
export SDC_FILE = /design/flow/constraint.sdc
export NUM_CORES = 4
export LEC_CHECK = 1
export CORE_UTILIZATION = 50
export SYNTH_HDL_FRONTEND = slang
[/design/flow/constraint.sdc]
current_design fir

set clk_period 7.7
set clk_io_pct 0.2

create_clock -name clk0 -period $clk_period [get_ports {clk}]

set non_clock_inputs [all_inputs -no_clocks]
set_input_delay [expr $clk_period * $clk_io_pct] -clock clk0 $non_clock_inputs
set_output_delay [expr $clk_period * $clk_io_pct] -clock clk0 [all_outputs]
[/design/flow/design.v]
module fir #(
    parameter SATURATION = 1,
    parameter TAPS       = 27
) (
    input   wire                    clk,
    input   wire                    rst_n,
    input   wire        [3:0]       din,
    output  wire        [3:0]       dout
);
localparam SR_STAGES     = TAPS-1;
localparam X_NUM         = TAPS;
localparam SSUM_NUM      = (TAPS+1)/2;
typedef logic signed [8:0] coef_t [0:SSUM_NUM-1];
localparam coef_t coef_arr = '{
    9'b111111111,  
    9'b000000100,  
    9'b000000000,  
    9'b111111010,  
    9'b000000001,  
    9'b000001000,  
    9'b111111100,  
    9'b111110111,  
    9'b000001010,  
    9'b000001011,  
    9'b111101001,  
    9'b111110100,  
    9'b001001111,  
    9'b010001100   
};
int     sr_i;
reg signed  [3:0]   sr [0:SR_STAGES-1];  
always_ff @(posedge clk or negedge rst_n) begin
    if(!rst_n) for(sr_i=0;sr_i<SR_STAGES;  sr_i=sr_i+1) sr[sr_i]   <= 4'd0;   
    else begin for(sr_i=0;sr_i<SR_STAGES-1;sr_i=sr_i+1) sr[sr_i+1] <= sr[sr_i];  
                                                        sr[0]      <= {~din[3], din[2:0]};  
    end
end
int     x_i;
reg signed  [3:0]   x [0:X_NUM-1];  
always_comb begin
    for(x_i=0;x_i<X_NUM-1;x_i=x_i+1) x[x_i+1] = sr[x_i];
                                     x[0]     = {~din[3], din[2:0]};
end
int     ssum_i;
reg signed  [4:0]   ssum [0:SSUM_NUM-1];  
always_comb begin
    for(ssum_i=0;ssum_i<SSUM_NUM-1;ssum_i=ssum_i+1) ssum[ssum_i]     = x[ssum_i] + x[X_NUM-1-ssum_i];  
                                                    ssum[SSUM_NUM-1] = {x[SSUM_NUM-1][3], x[SSUM_NUM-1]};  
end
int     mul_i;
reg signed  [13:0]  mul [0:SSUM_NUM-1];  
always_ff @(posedge clk or negedge rst_n) begin
    if(!rst_n) for(mul_i=0;mul_i<SSUM_NUM;mul_i=mul_i+1) mul[mul_i] <= 14'd0;   
    else       for(mul_i=0;mul_i<SSUM_NUM;mul_i=mul_i+1) mul[mul_i] <= ssum[mul_i] * coef_arr[mul_i];
end
int     pacc_i;
reg signed  [17:0] pacc_tmp, pacc;
always_comb begin
    pacc_tmp = 18'd0;
    for(pacc_i=0;pacc_i<SSUM_NUM;pacc_i=pacc_i+1) pacc_tmp = pacc_tmp + {{4{mul[pacc_i][13]}}, mul[pacc_i]};
end
always_comb pacc = pacc_tmp;
reg         [3:0]   dout_sat;  
always_comb begin
    if(pacc[12:11] == 2'b01) dout_sat = 4'd15;
    else if(pacc[12:11] == 2'b10) dout_sat = 4'd0;
    else dout_sat = {~pacc[11], pacc[10:8]};
end
assign  dout = SATURATION ? dout_sat : {~pacc[12], pacc[11:9]};
endmodule
[/design/flow/run.sh]
#!/bin/bash
# OpenROAD 26Q1-2900-gdf79404cd8, Yosys 0.63+post, stock flow scripts
make -C /OpenROAD-flow-scripts/flow DESIGN_CONFIG=/design/flow/config.mk WORK_HOME=/design/flow/orfs finish
==> run notes <==
Observations from the implementation run.

Run status:
- The run finished with clean final reports.

Route:
- The run puts the ratio of routed vias to standard cells at 4.732.
- The run gives the number of inserted diodes as 0.
- The run puts the total number of vias at 7103.
- Per the detail_route report, DRC violations left total 0.
- The routed design shows a wire length per standard cell of 15.32 microns.
- Before antenna repair, the detailed router went through 4 iterations.
- The run puts the total detailed-routing wirelength at 23000 microns.
- The run puts the remaining antenna violation count at 0.
- The run gives the violation count after the first detailed-route iteration as around 290.

Setup path:
- The run gives the nature of the critical path startpoint as a register.
- The run gives the arrival time reported for the critical path endpoint as 5850 ps.
- The run gives the delay of the slowest cell on the worst path as 780 ps.
- Among cell families on the critical path, the largest total delay comes from adder cells.
- The run puts the number of buffer and inverter stages on the critical path at 3.
- The run gives the flop-to-flop setup slack as 3120 ps.
- The run gives the reg-to-reg critical path startpoint as sr[48].
- The run gives the launching instance or port of the critical path as mul[130].
- The critical path goes through fa_1, fa_1, fa_1, fa_1, inv_1, fa_1, inv_1, ha_1, a21oi_1, nor2b_1, a311o_1, a21o_1, a31o_1, a21oi_1, clkdlybuf4s50_1.
- The run puts the worst endpoint required time at 6160 ps.
- Per the STA report, the cell with the highest stage delay on the worst path is sky130_fd_sc_hd__fa_1.
- The worst setup path is captured at an output pin.
- The run gives the reg-to-reg critical path endpoint as mul[24].
- The run gives the top fanout value on the critical path as 7.
- The critical path in this run is classified as reg -> out.
- The run gives the most common cell type on the critical path as sky130_fd_sc_hd__fa_1.
- For the worst flop-to-flop path, the logic depth is 18.

Min path:
- The run gives the destination of the worst hold path as sr[92].
- STA lists the startpoint of the worst hold path as sr[96].
- Note that the worst hold path type here is reg -> reg.
- The run puts the instance count along the most critical hold path at 0.

Clocking:
- The run puts the clock latency reported for the late side of the worst-skew pair at 510 ps.
- The root buffer cell chosen for the clock tree is sky130_fd_sc_hd__clkbuf_16.
- The run gives the total of hold buffers inserted after clock tree synthesis as 0.
- The run gives the number of clock sinks seen by CTS as ~220.
- The run gives the total CTS buffers as 25.
- The run puts the post-CTS setup buffer count at 0.
- In this run the number of H-tree levels came out at 1.
- In the CTS report, the clock slew at the register clock pins of the worst setup and hold paths is listed as roughly 60 ps.
- TritonCTS built the clock tree.
- The run gives the total of cells resized after clock tree synthesis as 0.
- The run puts the number of buffers between clock root and the deepest sink at 3.

Synthesis:
- In the synthesized netlist the dominant register cell turns out to be sky130_fd_sc_hd__dfrtp_1.
- The run gives the part of the Yosys area used for sequential elements as roughly two fifths.
- The run gives the average instance area after synthesis as between 10 and 15 sq um.
- By instance count, the leading cell after synthesis is sky130_fd_sc_hd__inv_1.
- By area the synthesized netlist is led by sky130_fd_sc_hd__dfrtp_1 (40%), sky130_fd_sc_hd__fa_1 (21%), sky130_fd_sc_hd__ha_1 (17%).
- The area fraction of the largest cell type after synthesis is 40.07%.
- The run puts the synthesized instance count at 1107.
- The run puts the number of standard cells reported by yosys at 1107.
- The synthesis report lists the Yosys warning total as 0.
- Counting flops and latches in the post-synthesis netlist gives 221.
- The run gives the chip area line of the yosys report as 0.01380 sq mm.
- sky130_fd_sc_hd__dfrtp_1 takes more of the synthesized area than any other cell.
- The run gives the number of enable flip-flop cells as 0.
- Summing every instance area after synthesis gives 0.01380 sq mm.
- Counting instances in the post-synthesis netlist gives the leading cell types as sky130_fd_sc_hd__inv_1 (277), sky130_fd_sc_hd__dfrtp_1 (221), sky130_fd_sc_hd__ha_1 (189).
- The run gives the number of distinct standard cells referenced by the synthesized netlist as 37.
- In the synthesized netlist the async set-or-reset flop fraction comes to 100.0%.

Flow run:
- The run gives the max-cap check violation count as 0.
- The logs give a warning total of 44.

Timing:
- The run puts the number of endpoints with negative hold slack in the final report at 0.
- The run puts the worst clock skew on the final layout at 12.58 ps.
- The max-slew check reports its worst relative slack as around half.
- Dividing the final minimum period by the clock period gives 95.96%.
- The run gives the number of setup violations in the final report as 0.
- Setup repair after global routing left no endpoint under its margin.
- The run gives the number of max-slew violations in the final report as 0.
- The run gives the shortest period the worst path allows as 7389 ps.
- The run puts the transition time at the pin with the least slew margin at 729.5 ps.
- The run puts the setup TNS at 0 ps.
- The run gives the highest attainable clock frequency as 135.3 MHz.

Floorplan:
- The run gives the core utilization at floorplan as about 50%.
- The run puts the area enclosed by the die boundary at approximately 0.028 sq mm.
- The run gives the boundary pin count as 10.
- From bottom edge to top edge, the die measures 168.1 microns.
- The run gives the die outline width as 168.1 microns.
- The report lists the number of standard-cell rows as 60.
- The run gives the area of the core region as 0.02703 sq mm.

Final layout:
- The finished layout holds between 1.5k and 2k standard cells, fillers aside.
- The run puts the area growth from synthesis to layout at 9.773%.
- The run puts the final-layout fill cell count at 2216.
- The run gives the share of final-layout standard cells stronger than drive strength 1 as 4.310%.

Global route:
- The initial antenna violation count came to 0.
- The run gives the number of global-route vias before repair as 7752.
- The run puts the largest net degree at the start of global routing at 79.
- The run gives the overall fraction of global-route tracks in use as 19.39%.
- The first global-routing pass estimated 39710 microns of wire.
- Per the GRT congestion report, total overflow comes to 0.

Place:
- The run puts the half-perimeter wire length of the detailed placement result at 18820 microns.
- During placement, the flow inserted port buffers numbering 9.
- The run puts the global placer's final weighted congestion at 0.8759.
- The run puts the number of placed instances, taps included at 1458.
per-stage QoR:
stage	hold WS (ps)	setup slack, ps	area [sq um]	util (%)
after CTS	347.7	247.1	15150	56.06
after floorplan	331.2	1484	13800	-
after global routing	354.0	7.463	15150	56.06
final	343.5	310.9	15150	56.06
after detailed placement	334.7	816.6	14340	53.05
after global placement	332.5	888.1	14340	53.05
cells by family after synthesis:
| logic type | after synthesis | synth area share (%) |
|---|---|---|
| and+or+nand+nor | 58 | 2.040 |
| xor gates and xnor gates | 93 | 6.011 |
| DFF | 221 | 40.07 |
| adders and majority gates | 337 | 38.60 |
| AOI/OAI and AO/OA | 114 | 5.277 |
| buffers and inverters | 279 | 7.597 |
| muxes | 5 | 0.3989 |
registers in the layout, summed over array words and instances, names as in the netlist:
name / flops
mul: 117
sr: 104
worst max path at each step:
stage,to,slack [ps],cells past startpoint
CTS,dout[0],250,15
global route,dout[1],7,16
finish,dout[1],310,15
cell type report:
type | instances | area, sq um | share of cell area [%]
Sequential cell | 221 | 5530 | 36.50
Clock inverter | 8 | 100.1 | 0.6607
Multi-Input combinational cell | 607 | 7222 | 47.67
Timing Repair Buffer | 12 | 117.6 | 0.7763
Clock buffer | 35 | 713.2 | 4.708
Inverter | 277 | 1040 | 6.863
Tap cell | 341 | 426.7 | 2.816
placed cells by master, fill, tap and decap left out, types with 2 or more instances in the layout:
cell,count
sky130_fd_sc_hd__inv_1,277
sky130_fd_sc_hd__dfrtp_1,221
sky130_fd_sc_hd__ha_1,189
sky130_fd_sc_hd__fa_1,148
sky130_fd_sc_hd__xnor2_1,65
sky130_fd_sc_hd__a21oi_1,47
sky130_fd_sc_hd__a21o_1,29
sky130_fd_sc_hd__xor2_1,27
sky130_fd_sc_hd__clkbuf_16,25
sky130_fd_sc_hd__nand2_1,16
sky130_fd_sc_hd__nor2_1,11
sky130_fd_sc_hd__nor2b_1,9
sky130_fd_sc_hd__o21bai_1,9
sky130_fd_sc_hd__o21ai_0,9
sky130_fd_sc_hd__clkdlybuf4s50_1,8
sky130_fd_sc_hd__nor3_1,6
sky130_fd_sc_hd__a2111oi_0,5
sky130_fd_sc_hd__nand3_1,5
sky130_fd_sc_hd__clkbuf_1,5
sky130_fd_sc_hd__clkbuf_8,5
sky130_fd_sc_hd__nand2b_1,4
sky130_fd_sc_hd__mux2_2,4
sky130_fd_sc_hd__a211oi_1,3
sky130_fd_sc_hd__clkinv_2,3
sky130_fd_sc_hd__buf_4,3
sky130_fd_sc_hd__and2_1,2
sky130_fd_sc_hd__a31oi_1,2
sky130_fd_sc_hd__o211ai_1,2
sky130_fd_sc_hd__or2_2,2
sky130_fd_sc_hd__and3_1,2
sky130_fd_sc_hd__bufinv_16,2
worst register-to-register path, delay by kind of cell (launching register included):
| kind | cells | cell delay [ps] |
|---|---|---|
| AND/OR/NAND/NOR | 1 | 90 |
| buffers and inverters | 3 | 340 |
| XOR/XNOR | 1 | 150 |
| AND-OR/OR-AND | 7 | 1480 |
| adder cells (fa/ha/maj) | 6 | 2030 |
| flip-flops | 1 | 400 |
metal layers:
| layer | track usage, % | vias up | routed length (microns) |
|---|---|---|---|
| met5 | 0 | - | 0 |
| met4 | 2.846 | 0 | 393 |
| met3 | 5.147 | 28 | 1378 |
| met2 | 26.61 | 107 | 9549 |
| met1 | 34.21 | 3470 | 11680 |
| li1 | - | 3498 | - |
